==> /design/flow/design.v <==
module Boost_multiplier#(
	parameter DATAWIDTH = 8
)
(
	input                            CLK,
	input                            RSTn,
	input                            START,
	input  [ DATAWIDTH - 1 : 0 ]     A,
	input  [ DATAWIDTH - 1 : 0 ]     B,
	output [ DATAWIDTH * 2 - 1 : 0 ] RESULT,
	output                           Done
);
reg [ DATAWIDTH - 1 : 0 ] i;
reg [ DATAWIDTH * 2 : 0 ] P;
reg [ DATAWIDTH - 1 : 0 ] A_reg;
reg [ DATAWIDTH - 1 : 0 ] A_bm;
reg [ DATAWIDTH - 1 : 0 ] N;
reg                       isDone;
always @ ( posedge CLK or negedge RSTn )
begin
	if (!RSTn)
	begin
		i <= 0;
		P <= 0;
		A_reg <= 0;
		A_bm <= 0;
		N <=0;
		isDone <= 0;
	end
	else if (START)
	begin
		case (i)
			0:
				begin
					A_reg <= A;
					A_bm <= ~A + 1'b1;
					P <= { 8'd0, B, 1'b0 };
					i <= i + 1'b1;
					N <= 0;
				end
			1:
				begin
					if (N == 8)
						begin
							N <= 0;
							i <= i + 2'b10;
						end
					else if (P[1:0] == 2'b00 | P[1:0] == 2'b11)
						begin
							P <= P;
							i <= i + 1'b1;
						end
					else if (P[1:0] == 2'b01)
						begin
							P <= {P[16:9] + A_reg,P[8:0]};
							i <= i + 1'b1;
						end
					else if (P[1:0] == 2'b10)
						begin
							P <= {P[16:9] + A_bm,P[8:0]};
							i <= i + 1'b1;
						end
				end
			2:
				begin
					P <= {P[16],P[16:1]};
					N <= N + 1'b1;
					i <= i - 1'b1;
				end
			3:
				begin
					isDone <= 1;
					i <= i + 1'b1;
				end
			4:
				begin
					isDone <= 0;
					i <= 0;
				end
		endcase
	end
end
assign Done = isDone;
assign RESULT = P[16:1];
endmodule
==> /design/flow/run.sh <==
#!/bin/bash
# OpenROAD 26Q1-2900-gdf79404cd8, Yosys 0.63+post, stock flow scripts
make -C /OpenROAD-flow-scripts/flow DESIGN_CONFIG=/design/flow/config.mk WORK_HOME=/design/flow/orfs finish
==> /design/flow/config.mk <==
export PLATFORM = sky130hd
export DESIGN_NAME = Boost_multiplier
export DESIGN_NICKNAME = Boost_multiplier
export VERILOG_FILES = /design/flow/design.v
export SDC_FILE = /design/flow/constraint.sdc
export NUM_CORES = 4
export LEC_CHECK = 1
export CORE_UTILIZATION = 50
==> /design/flow/constraint.sdc <==
current_design Boost_multiplier

set clk_period 3.8
set clk_io_pct 0.2

create_clock -name clk0 -period $clk_period [get_ports {CLK}]

set non_clock_inputs [all_inputs -no_clocks]
set_input_delay [expr $clk_period * $clk_io_pct] -clock clk0 $non_clock_inputs
set_output_delay [expr $clk_period * $clk_io_pct] -clock clk0 [all_outputs]
==> CHANGELOG.md <==
### Metrics

* Status: completed
* First-pass detailed-route iteration total at 41
* Via count at 2,282
* Hold path depth at 2
* Required time at the endpoint of the critical path at 4030 ps
* Share of the synthesized area in the top cell type at 40.3%
* Dominant register cell in the synthesized netlist: dfrtp_1
* Grt total ovfl at 0
* Initial DRC count at 126
* Largest clock skew in the final design at 6.55 ps
* Final Hold Violation Tally at 0
* Cell row count at 28
* Clock tree root buffer cell: clkbuf_8
* Die X-Extent at 80.0 um
* Largest register FFs at 17
* Overall chip area at 0.00639 mm2
* Gpl congestion at 0.865
* Cts-stage hold buffer count at 0
* Max-slew violation count at 0
* Post-Synth AOI/OAI Area at 20.5%
* Depth of the worst register-to-register path at 10
* VDD IR max at 220 uV
* Final min period at 2880 ps
* Origin of the worst min-delay path: A_bm[4]
* Power, Total at 983 uW
* Area of the synthesized netlist per yosys stat at 0.00304 mm2
* Layout cell share with drive strength beyond 1 at 8.53%
* Initial antenna violation count at 0
* Top cells by count, synth: dfrtp_1 (49), o21ai_0 (40), nand2_1 (29)
* CTS max path bufs at 2
* Late-Pin Clk Latency at 300 ps
* Total power density per cell area at 287 mW/mm2
* Simple-Gate Fraction of Synth Area at 14.4%
* Setup slack, reg-to-reg at 920 ps
* Overall die height at 80.0 um
* Max frequency at 0.347 GHz
* Area contributors post-synth: dfrtp_1 (40%), ha_1 (7.4%), o21ai_0 (6.6%), mux2_2 (4.8%), buf_4 (4.0%)
* Lkg Pwr at 0.00154 uW
* Number of distinct standard cells referenced by the synthesized netlist at 51
* Pin slew with the least headroom to its limit at 733 ps
* Unrepaired setup endpoints after global routing: false
* Routed wirelength normalized by instance count at 13.9 um
* Crit path arrival time at 3110 ps
* CTS H-Tree Depth at 2
* Tool warning count at 31
* Number of standard cells reported by yosys at 324
* Average cell area after synthesis at 9.38 um2
* Post-synthesis share of cell area spent on full adders, half adders and majority gates at 8.07%
* # Post-CTS Setup Buffers at 0
* CP Capture Point: P[16]
* Largest register by flop count: P
* Global-route wire length before repair at 9.98 mm
* Netlist Area Pre-Place at 0.00304 mm2
* Total of endpoints with negative setup slack in the final report at 0
* Multiplexer share at 5.48%
* Total negative slack at 0 ps
* Remaining max-slew budget at the tightest pin at 51.0%
* Largest net degree at the start of global routing at 50
* CTS sink count at 49
* Worst setup EP type: register
* Number of routed nets with antenna violations at 0
* DRC violations left at 0
* Area of the placeable core at 0.00589 mm2
* #FFs+latches synth at 49
* Floorplan utilization at 51.6%
* Path category of the worst min-delay check: register to register
* Maximum fanout along the worst path at 7
* Total antenna diodes in the routed design at 0
* Top comb family, area: AND-OR/OR-AND gates
* Critical path type: register to register
* Clock tree from TritonCTS: done
* Total routing usage reported by global routing at 20.3%
* Most repeated cell in the gate-level netlist after synthesis: dfrtp_1
* Critical path origin: P[1]
* Xor/xnor share of the synthesized area at 2.88%
* Resized cells post-CTS at 0
* Count of flip-flops with a built-in enable after synthesis at 0
* Clock transition at path regs at 90 ps
* Startpoint types: register
* RR Endpoint: P[16]
* Number of instances in the synthesized netlist at 324
* Number of max-cap violations at 0
* CTS Buf Count at 5
* Number of vias per cell after detailed routing at 5.50
* Worst hold slack after final layout at 481 ps
* Half-perimeter wire length after placement at 4.12 mm
* Area grow syn2layout at 12.8%
* Vias in the first global route at 2,087
* Synth Warn # at 1
* Sequential share of the synthesized area at 40.3%
* # IOs at 36
* R2r startpoint: P[1]
* Post-layout period usage of the worst path at 75.8%
* Number of port buffers at 35
* Share of flip-flops with an asynchronous set or reset at 100%
* Synth area leader: dfrtp_1
* Routed wire length at 5.77 mm
## routing by layer
metal	wire length, um	up-vias	part of all wire (%)	global-route usage (%)
met1	2960	1053	51	35.4
met3	323	4	5.6	3.13
li1	-	1163	-	-
met2	2440	62	42	28.4
met5	0	-	0	0
met4	41	0	0.71	1.61
## worst min-delay path by stage
stage / endpoint
CTS: A_bm[3]
global route: A_bm[4]
finish: A_bm[4]
## stage by stage
step | std cells | area [um2] | util [%] | setup slack (ps)
after floorplan | 324 | 3040 | - | 1100
after global placement | 407 | 3310 | 56.3 | 849
after detailed placement | 407 | 3310 | 56.3 | 786
after CTS | 415 | 3430 | 58.2 | 875
after global routing | 415 | 3430 | 58.2 | 601
final | 415 | 3430 | 58.2 | 920
## area by class of cell
cell class	count	area [um2]
Fill cell	524	2460
Clock buffer	7	86.3
Sequential cell	49	1230
Inverter	19	71.3
Multi-Input combinational cell	227	1560
Clock inverter	1	30.0
Tap cell	75	93.8
Timing Repair Buffer	37	360
## critical path, stage by stage (launching register included)
cell      delay, ps
dfrtp_1         400
inv_1            80
ha_1            360
mux2_2          400
ha_1            290
a211oi_1        320
nor3_1          110
a211oi_1        270
xnor2_1         110
nor4_1          240
mux2i_1         220
## kinds of logic after synthesis
| kind of cell | after synthesis |
|---|---|
| AOI/OAI and AO/OA | 97 |
| muxes | 15 |
| DFF | 49 |
| adders and majority gates | 19 |
| xor gates and xnor gates | 10 |
| and+or+nand+nor | 86 |
| buffers and inverters | 48 |
## placed cells by master (no fill, tap or decap), types with 2 or more instances in the layout
cell	count
a211oi_1	3
a21oi_1	16
a221oi_1	4
a22oi_1	8
a31oi_1	5
and3_1	7
buf_4	2
clkbuf_8	6
clkdlybuf4s50_1	34
dfrtp_1	49
ha_1	18
inv_1	19
mux2_2	13
mux2i_1	2
nand2_1	29
nand2b_1	8
nand3_1	6
nand4_1	2
nor2_1	14
nor2b_1	2
nor3_1	2
nor3b_1	2
nor4_1	2
o21a_1	2
o21ai_0	40
o21bai_1	4
o31ai_1	5
or3_1	2
or4_1	2
xnor2_1	7
xor2_1	3
## power by group
group	internal (uW)	total [uW]	switching, uW	leakage [uW]
combinational	35.6	63.4	27.9	0.000830
clock	215	389	174	0.0000585
sequential	525	531	5.74	0.000651
Power is estimated from default activity; no workload was simulated.
