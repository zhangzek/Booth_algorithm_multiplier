==> design/flow/design.v <==
module Boost_multiplier_#(
	parameter DATAWIDTH = 8
)
(
	input                            CLK,
	input                            RSTn,
	input                            START,
	input  [ DATAWIDTH - 1 : 0 ]     A,
	input  [ DATAWIDTH - 1 : 0 ]     B,
	output [ DATAWIDTH * 2 - 1 : 0 ] RESULT,
	output                           Done
);
reg [ DATAWIDTH - 1 : 0 ] i;
reg [ DATAWIDTH * 2 : 0 ] P;
reg [ DATAWIDTH - 1 : 0 ] A_reg;
reg [ DATAWIDTH - 1 : 0 ] A_bm;
reg                       isDone;
reg [ DATAWIDTH - 1 : 0 ] Pco1;
reg [ DATAWIDTH - 1 : 0 ] Pco2;
always @ ( posedge CLK or negedge RSTn )
begin
	if (!RSTn)
	begin
		i <= 0;
		P <= 0;
		A_reg <= 0;
		A_bm <= 0;
		isDone <= 0;
		Pco1 <= 0;
		Pco2 <= 0;
	end
	else if (START)
	begin
		case (i)
			0:
				begin
					A_reg <= A;
					A_bm <= ~A + 1'b1;
					P <= { 8'd0, B, 1'b0 };
					i <= i + 1'b1;
					Pco1 <= 0;
					Pco2 <= 0;
				end
			1,2,3,4,5,6,7,8:
				begin
					Pco1 = P[16:9] + A_reg;
					Pco2 = P[16:9] + A_bm;
					if (P[1:0] == 2'b01)
					begin
						P <= {Pco1[7],Pco1,P[8:1]};
					end
					else if (P[1:0] == 2'b10)
					begin
						P <= {Pco2[7],Pco2,P[8:1]};
					end
					else 
					begin
						P <= {P[16],P[16:1]};
					end
					i <= i + 1'b1;
				end
			9:
				begin
					isDone <= 1;
					i <= i + 1'b1;
				end
			10:
				begin
					isDone <= 0;
					i <= 0;
				end
		endcase
	end
end
assign Done = isDone;
assign RESULT = P[16:1];
endmodule
==> design/flow/run.sh <==
#!/bin/bash
# OpenROAD 26Q1-2900-gdf79404cd8, Yosys 0.63+post, stock flow scripts
make -C /OpenROAD-flow-scripts/flow DESIGN_CONFIG=/design/flow/config.mk WORK_HOME=/design/flow/orfs finish
==> design/flow/config.mk <==
export PLATFORM = sky130hd
export DESIGN_NAME = Boost_multiplier_
export DESIGN_NICKNAME = Boost_multiplier_
export VERILOG_FILES = /design/flow/design.v
export SDC_FILE = /design/flow/constraint.sdc
export NUM_CORES = 4
export LEC_CHECK = 1
export CORE_UTILIZATION = 50
==> design/flow/constraint.sdc <==
current_design Boost_multiplier_

set clk_period 4.1
set clk_io_pct 0.2

create_clock -name clk0 -period $clk_period [get_ports {CLK}]

set non_clock_inputs [all_inputs -no_clocks]
set_input_delay [expr $clk_period * $clk_io_pct] -clock clk0 $non_clock_inputs
set_output_delay [expr $clk_period * $clk_io_pct] -clock clk0 [all_outputs]
==> impl_metrics.env <==
# flow metrics
export IMPL_power_switching_mw=0.967
export IMPL_combPwrFrac=0.546
export IMPL_slew_headroom=0.583
export IMPL_gp_congestion=0.855
export IMPL_ios=36
export IMPL_core_sq_mm=0.00520
export IMPL_cts_max_path_buffers=2
export IMPL_grt_antenna_before_repair=0
export IMPL_top_cells_by_count="dfrtp_1, nand2_1, o21ai_0"
export IMPL_finalSetupTns_ps=0
export IMPL_hold_class="flip-flop to flip-flop"
export IMPL_fin_area_sq_mm=0.00315
export IMPL_ys_flops=41
export IMPL_tightest_slew_ps=619
export IMPL_grt_pass1_vias=1913
export IMPL_dp_hpwl_mm=3.86
export IMPL_p_leak_nw=1.42
export IMPL_hold_worst_slack_ps=404
export IMPL_min_period_over_period=0.586
export IMPL_portBuffers=35
export IMPL_fp_util=0.531
export IMPL_comb_area_sq_mm=0.00152
export IMPL_cts_resized=0
export IMPL_die_x_um=76.3
export IMPL_yosys_area_sq_mm=0.00276
export IMPL_rows=26
export IMPL_dpl_instance_area_sq_mm=0.00304
export IMPL_layout_drive_gt1_share=0.0705
export IMPL_synth_most_common_cell="dfrtp_1"
export IMPL_p_int_mw=1.42
export IMPL_clkSlewWorstSetupHoldPaths_ps=70
export IMPL_r2r_setup_slack_ps=1700
export IMPL_syn_area_sq_mm=0.00276
export IMPL_synth_cell_types=52
export IMPL_cp_startpoint="P[9]"
export IMPL_antenna_left=0
export IMPL_flop_area_sq_mm=0.00103
export IMPL_cts_tree="done"
export IMPL_ir_drop_mv=0.346
export IMPL_cts_max_level=2
export IMPL_flop_cell="dfrtp_1"
export IMPL_timing_fmax_mhz=416
export IMPL_synthCells=295
export IMPL_startpoint_type="flip-flop"
export IMPL_p_clk_frac=0.139
export IMPL_setup_viol=0
export IMPL_power_mw=2.39
export IMPL_die_area_sq_mm=0.00582
export IMPL_grt_pass1_wl_mm=9.03
export IMPL_largestRegisters="P (17), A_bm (8), i (8)"
export IMPL_setup_slack_ps=1700
export IMPL_min_delay_start="i[5]"
export IMPL_insertion_delay_ps=290
export IMPL_post_route_drc_count=0
export IMPL_seqPwrFrac=0.315
export IMPL_synthArstFlopShare=1.00
export IMPL_hold_viol=0
export IMPL_status="finished clean"
export IMPL_hold_end="i[5]"
export IMPL_grtUsageTotal=0.198
export IMPL_ff2ff_path_depth=7
export IMPL_warning_count=30
export IMPL_grt_start_max_net_pins=42
export IMPL_cts_setup_buffers=0
export IMPL_end_kind="flip-flop"
export IMPL_cts_made_buffers=5
export IMPL_crit_arrival_ps=2630
export IMPL_pre_cts_slack_ps=1470
export IMPL_top_area_cell="dfrtp_1"
export IMPL_r2r_start="P[9]"
export IMPL_cap_violations=0
export IMPL_vias_per_cell=5.45
export IMPL_n_antenna_cell=0
export IMPL_cp_data_required_time_ps=4330
export IMPL_edf_count=0
export IMPL_grt_overflow=0
export IMPL_synth_warnings=1
export IMPL_synth_seq_share=0.372
export IMPL_postCtsHoldBufs=0
export IMPL_finalCriticalPeriod_ps=2400
export IMPL_crit_type="flip-flop to flip-flop"
export IMPL_top_cells_by_area="dfrtp_1, ha_1, o21ai_0"
export IMPL_rsz0062_at_grt="false"
export IMPL_root_buffer="clkbuf_8"
export IMPL_drt_first_pass_iters=4
export IMPL_cts_sinks=41
export IMPL_r2r_end="P[14]"
export IMPL_hold_depth=0
export IMPL_skew_ps=5.62
export IMPL_wire_per_inst_um=13.4
export IMPL_final_max_slew_viol_count=0
export IMPL_fillers=441
export IMPL_p_per_area_mw_per_mm2=758
export IMPL_avgSynthCellArea_sq_um=9.36
export IMPL_p_sw_frac=0.405
export IMPL_die_h_um=76.3
export IMPL_ys_cells=295
export IMPL_routed_via_count=2080
export IMPL_top_cell_area_share=0.372
export IMPL_syn_to_final_growth_pct=14.1
export IMPL_critPathMaxFanout=6
export IMPL_top_register="P"
export IMPL_drt_iter0_drc=162
export IMPL_largest_reg_flops=17
export IMPL_wirelength_mm=5.13
cell type report:
type	instances	area share
Clock buffer	7	0.0274
Clock inverter	1	0.00953
Timing Repair Buffer	37	0.114
Sequential cell	41	0.326
Inverter	11	0.0131
Tap cell	70	0.0278
Multi-Input combinational cell	215	0.482
critical path, stage by stage (launching register included):
cell and delay [ps]:
dfrtp_1 410, ha_1 310, fa_1 430, a21oi_1 190, o21ai_0 170, or4_1 480
a311oi_1 220, a221o_1 140
how the worst max path moves through the flow:
stage | end | slack (ps) | cells past startpoint
final | P[14] | 1700 | 7
after global routing | P[14] | 1520 | 7
after CTS | P[14] | 1690 | 7
logic make-up after synthesis:
group                    after synthesis  synth area share
multiplexers                          17            0.0707
AND-OR/OR-AND                         83             0.188
buffers and inverters                 39            0.0779
adder cells (fa/ha/maj)               22             0.105
XOR/XNOR                              13            0.0412
flip-flops                            41             0.372
AND/OR/NAND/NOR                       80             0.146
routing by layer:
| metal | up-vias | routed length [um] | GRT usage |
|---|---|---|---|
| li1 | 1072 | - | - |
| met1 | 962 | 2640 | 0.328 |
| met2 | 41 | 2230 | 0.298 |
| met3 | 5 | 222 | 0.0268 |
| met4 | 0 | 40 | 0.0173 |
| met5 | - | 0 | 0 |
layout by cell type (no fill, tap or decap), types with 5 or more instances in the layout:
| cell | Yosys | layout |
|---|---|---|
| dfrtp_1 | 41 | 41 |
| nand2_1 | 39 | 39 |
| o21ai_0 | 36 | 36 |
| clkdlybuf4s50_1 | 0 | 34 |
| ha_1 | 20 | 20 |
| a21oi_1 | 12 | 12 |
| nor2_1 | 12 | 12 |
| inv_1 | 11 | 11 |
| mux2i_1 | 9 | 9 |
| xnor2_1 | 7 | 7 |
| xor2_1 | 6 | 6 |
| nor3_1 | 6 | 6 |
| clkbuf_8 | 0 | 6 |
| a211oi_1 | 5 | 5 |
metrics by stage:
step	util	instances
after floorplan	-	295
after global placement	0.583	374
after detailed placement	0.583	374
after CTS	0.606	382
after global routing	0.606	382
final	0.606	382
power by group through the flow:
stage	clock network [mW]	registers [mW]	logic, mW
after global routing	0.361	0.784	1.48
final	0.332	0.753	1.30
after CTS	0.343	0.754	1.31
Power and IR drop assume default switching activity.
