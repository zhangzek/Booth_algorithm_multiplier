$ cat design/flow/design.v
module Booth_multiplier_pipeline#(
	parameter DATAWIDTH = 8
)
(
	input                            CLK,
	input                            RSTn,
	input [ DATAWIDTH - 1 : 0 ]      A,
	input [ DATAWIDTH - 1 : 0 ]      B,
	output [ DATAWIDTH * 2 - 1 : 0 ] RESULT
);
wire [ DATAWIDTH * 2 : 0 ] P = { 8'b0, B, 1'b0 };
wire [ DATAWIDTH * 2 - 1 : 0] M = { ~A+1'b1, A};
wire [ DATAWIDTH * 2 : 0 ]    P1;
wire [ DATAWIDTH * 2 - 1 : 0] M1;
wire [ DATAWIDTH * 2 : 0 ]    P2;
wire [ DATAWIDTH * 2 - 1 : 0] M2;
wire [ DATAWIDTH * 2 : 0 ]    P3;
wire [ DATAWIDTH * 2 - 1 : 0] M3;
wire [ DATAWIDTH * 2 : 0 ]    P4;
wire [ DATAWIDTH * 2 - 1 : 0] M4;
wire [ DATAWIDTH * 2 : 0 ]    P5;
wire [ DATAWIDTH * 2 - 1 : 0] M5;
wire [ DATAWIDTH * 2 : 0 ]    P6;
wire [ DATAWIDTH * 2 - 1 : 0] M6;
wire [ DATAWIDTH * 2 : 0 ]    P7;
wire [ DATAWIDTH * 2 - 1 : 0] M7;
wire [ DATAWIDTH * 2 : 0 ]    P8;
wire [ DATAWIDTH * 2 - 1 : 0] M8;
operate I1(.CLK(CLK),
		   .RSTn(RSTn),
		   .P(P),
		   .M(M),
		   .P_out(P1),
		   .M_out(M1));
operate I2(.CLK(CLK),
		   .RSTn(RSTn),
		   .P(P1),
		   .M(M1),
		   .P_out(P2),
		   .M_out(M2));
operate I3(.CLK(CLK),
		   .RSTn(RSTn),
		   .P(P2),
		   .M(M2),
		   .P_out(P3),
		   .M_out(M3));
operate I4(.CLK(CLK),
		   .RSTn(RSTn),
		   .P(P3),
		   .M(M3),
		   .P_out(P4),
		   .M_out(M4));
operate I5(.CLK(CLK),
		   .RSTn(RSTn),
		   .P(P4),
		   .M(M4),
		   .P_out(P5),
		   .M_out(M5));
operate I6(.CLK(CLK),
		   .RSTn(RSTn),
		   .P(P5),
		   .M(M5),
		   .P_out(P6),
		   .M_out(M6));
operate I7(.CLK(CLK),
		   .RSTn(RSTn),
		   .P(P6),
		   .M(M6),
		   .P_out(P7),
		   .M_out(M7));
operate I8(.CLK(CLK),
		   .RSTn(RSTn),
		   .P(P7),
		   .M(M7),
		   .P_out(P8),
		   .M_out(M8));
assign RESULT = P8[16:1];
endmodule		   
module operate#(
	parameter DATAWIDTH = 8
)
(
	input                            CLK,
	input                            RSTn,
	input  [ DATAWIDTH * 2 : 0 ]     P,
	input  [ DATAWIDTH * 2 - 1 : 0 ] M,
	output [ DATAWIDTH * 2 : 0 ]     P_out,
	output [ DATAWIDTH * 2 - 1 : 0 ] M_out
);
reg [ DATAWIDTH * 2 : 0 ] P_reg;
reg [ DATAWIDTH * 2 - 1 : 0 ] M_reg;
reg [ DATAWIDTH - 1 : 0 ] Pco1;
reg [ DATAWIDTH - 1 : 0 ] Pco2;
always @ ( posedge CLK or negedge RSTn )
begin
	if (!RSTn)
	begin
		P_reg <= 0;
		M_reg <= 0;
		Pco1 <= 0;
		Pco2 <= 0;
	end
	else 
	begin
		Pco1 = P[16:9] + M[7:0];
		Pco2 = P[16:9] + M[15:8];
		if (P[1:0] == 2'b01)
			begin
				P_reg <= {Pco1[7],Pco1,P[8:1]};
			end
		else if (P[1:0] == 2'b10)
			begin
				P_reg <= {Pco2[7],Pco2,P[8:1]};
			end
		else 
			begin
				P_reg <= {P[16],P[16:1]};
			end
		M_reg <= M;
	end
end
assign P_out = P_reg;
assign M_out = M_reg;
endmodule
$ cat design/flow/run.sh
#!/bin/bash
# OpenROAD 26Q1-2900-gdf79404cd8, Yosys 0.63+post, stock flow scripts
make -C /OpenROAD-flow-scripts/flow DESIGN_CONFIG=/design/flow/config.mk WORK_HOME=/design/flow/orfs finish
$ cat design/flow/config.mk
export PLATFORM = sky130hd
export DESIGN_NAME = Booth_multiplier_pipeline
export DESIGN_NICKNAME = Booth_multiplier_pipeline
export VERILOG_FILES = /design/flow/design.v
export SDC_FILE = /design/flow/constraint.sdc
export NUM_CORES = 4
export LEC_CHECK = 1
export CORE_UTILIZATION = 30
$ cat design/flow/constraint.sdc
current_design Booth_multiplier_pipeline

set clk_period 3.0
set clk_io_pct 0.2

create_clock -name clk0 -period $clk_period [get_ports {CLK}]

set non_clock_inputs [all_inputs -no_clocks]
set_input_delay [expr $clk_period * $clk_io_pct] -clock clk0 $non_clock_inputs
set_output_delay [expr $clk_period * $clk_io_pct] -clock clk0 [all_outputs]
==> out/results.txt <==
Status = finished, final reports clean
Worst Path Max Fanout = 3
Clk buf depth = 3
Slowest cell on the critical path = fa_1
Resize count post-CTS = 0
Log Warnings = 25
Clock Pin Slew Worst Setup and Hold Paths = 0.06 ns
Seq share, synth = 51.50%
Critical Path Source Type = flop
Syn. warnings = 1
Setup crit end kind = flop
Post-synthesis cell count = 1014
Main flop type = dfrtp_1
CTS Hold Bufs = 0
Crit path max-delay family = AND-OR/OR-AND gates
Flop area = 5806 sq um
Yosys chip area = 11270 sq um
Layout area overhead = 16.18%
Critical Path AT = 2.73 ns
CTS Root Cell = clkbuf_16
Mean Syn Cell Area = 11.12 sq um
Netlist cell types = 45
Core area = 36790 sq um
Die width = 195.8 um
Clock sinks = 232
Via/cell ratio = 4.756
GPL Wtd Cong = 0.8511
Flip-flops with a built-in enable = 0
Most frequent cell after synthesis = dfrtp_1
Multi-input gate area = 5110 sq um
Fp_density = 30.64%
#FFs+latches synth = 232
Post-route DRC violation count = 0
Post-CTS setup buffer count = 0
Mapped cell area = 11270 sq um
Post-Route WL = 21.07 mm
Setup Total Neg Slack = 0 ns
Worst-Margin Slew = 0.6803 ns
Final min period = 2.311 ns
Slew margin rel. = 54.64%
Max-Cap Viols = 0
Final ANT Viol Nets = 0
Worst-skew pair later-pin latency = 0.53 ns
# Cells Yosys = 1014
Top cells, area = dfrtp_1 (52%), ha_1 (10%), xnor2_1 (3.3%)
Initial antenna violation count = 0
Global Route Usage Sum = 12.11%
Ports = 34
Vias in the first global route = 7622
Period utilisation layout = 77.03%
CTS tree = done
Worst stage delay on the critical path = 0.44 ns
1st-iter DRT viols = 241
Crit path cell chain = ha_1 > inv_1 > fa_1 > nor2b_1 > o21ai_0 > a21boi_0 > o2111ai_1 > o211a_1 > nor3_1
Slew Limit Fails = 0
Final Hold Fails = 0
Placed insts = 1497
H-tree levels = 1
Endpoints failing setup = 0
Layout cells sized above 1 = 7.269%
Gr ovfl total = 0
Worst path buffer plus inverter count = 1
Asr flop ratio synth = 100.0%
Filler Cell Count = 3566
Largest net degree at the start of global routing = 88
Max VDD drop = 454.2 uV
Post-DR wirelength/cell = 13.67 um
Fmax achieved = 0.4327 GHz
Power Total = 0.01057 W
Placement Rows = 70
Post-route insts no fill = 1541
Num CTS Buffers = 24
WP data required = 3.42 ns
First-pass GRT wire length = 37.03 mm
Final Skew = 0.02314 ns
Top cell type by total area after synthesis = dfrtp_1
DP HPWL = 16.01 mm
Via Count = 7329
PortBufs = 33
Share of the synthesized area in the top cell type = 51.50%
ANT cells = 0
DRT Pass-1 Iters = 4
Top cells by count, synth = dfrtp_1 (232), ha_1 (92), inv_1 (72)
Setup CP Type = reg2reg
Cell area power density = 807.0 nW/um^2
RSZ-0062 raised after global routing = false
Final Util = 35.60%
Worst Hold Class = in2async
DIE AREA = 38350 sq um
P_leak = 5.716 nW
Chip height = 195.8 um
cells in the final DEF (no fill, tap or decap), types with 14 or more instances in the layout:
master | netlist | routed
dfrtp_1 | 232 | 232
ha_1 | 92 | 92
inv_1 | 72 | 72
nand2_1 | 63 | 63
nor2_1 | 52 | 52
a21oi_1 | 50 | 50
o21ai_0 | 49 | 49
xnor2_1 | 42 | 42
nor2b_1 | 41 | 41
nand3_1 | 38 | 38
clkdlybuf4s50_1 | 0 | 32
nor3_1 | 31 | 31
clkbuf_16 | 0 | 24
or3_1 | 21 | 21
a211oi_1 | 21 | 21
o21a_1 | 14 | 14
fa_1 | 14 | 14
power breakdown:
| group | internal [W] | total [W] | switching, W |
|---|---|---|---|
| registers | 0.00359 | 0.00395 | 0.000363 |
| logic | 0.00162 | 0.00326 | 0.00164 |
| clock network | 0.00214 | 0.00336 | 0.00122 |
cell families after synthesis:
group / after synthesis / share of synthesized area (%)
buffers and inverters: 94 / 3.164
and+or+nand+nor: 268 / 11.74
adders and majority gates: 106 / 12.70
muxes: 20 / 1.865
AOI/OAI and AO/OA: 239 / 14.75
DFF: 232 / 51.50
xor gates and xnor gates: 55 / 4.273
final timing paths:
kind,endpoint,cells past startpoint,slack (ns),startpoint
min in group clk0,I5.P_reg[5]$_DFF_PN0_,0,0.34,I4.P_reg[6]$_DFF_PN0_
worst max-delay path,I7.P_reg[14]$_DFF_PN0_,9,0.69,I6.M_reg[8]$_DFF_PN0_
worst max register to register,I7.P_reg[14]$_DFF_PN0_,9,0.69,I6.M_reg[8]$_DFF_PN0_
worst min register to register,I5.P_reg[5]$_DFF_PN0_,0,0.34,I4.P_reg[6]$_DFF_PN0_
worst min-delay path,I8.P_reg[15]$_DFF_PN0_,1,0.08,RSTn
max in group asynchronous,I5.M_reg[9]$_DFF_PN0_,2,2.20,RSTn
through the flow:
stage | area, sq um | setup slack (ns) | hold slack (ns)
6_report | 13100 | 0.6890 | 0.08219
5_1_grt | 13100 | 0.4229 | 0.1285
4_1_cts | 13100 | 0.6691 | 0.09883
3_5_place_dp | 12170 | 0.6791 | 0.3347
3_3_place_gp | 12170 | 0.7414 | 0.3315
2_1_floorplan | 11270 | 0.9705 | 0.3044
per-layer routing:
| layer | vias to the layer above | track usage (%) | wire [um] |
|---|---|---|---|
| met5 | - | 0 | 0 |
| met4 | 0 | 2.749 | 580 |
| met3 | 37 | 1.439 | 546 |
| met2 | 88 | 22.38 | 11300 |
| met1 | 3548 | 15.25 | 8651 |
| li1 | 3656 | - | - |
layout make-up:
class | instances | share of cell area [%]
sequential | 232 | 44.33
multi-input combinational | 688 | 39.02
clock buffer | 31 | 5.245
tap | 468 | 4.471
timing repair buffer | 37 | 3.076
inverter | 72 | 2.064
clock inverter | 13 | 1.796
Power and IR drop assume default switching activity.
